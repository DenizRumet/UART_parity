$ cat config.mk
export PLATFORM = sky130hd
export DESIGN_NAME = Rx_LAB5_DRF
export DESIGN_NICKNAME = Rx_LAB5_DRF
export VERILOG_FILES = /design/flow/design.v
export SDC_FILE = /design/flow/constraint.sdc
export NUM_CORES = 4
export LEC_CHECK = 1
export CORE_AREA = 10 10 70 70
export DIE_AREA = 0 0 80 80
$ cat design.v
module Rx_LAB5_DRF(SCin, SDin, PDout, PDready, ParErr);
input SCin;			 
input SDin;			 
output [7:0] PDout;	 
output PDready;		 
output ParErr;
assign ParErr = ((SDin == ^SR) && (Counter [3:0] == 4'd8)) ? 1'b0 : 1'b1;
reg [7:0] SR;		 
reg [3:0] Counter;	 
reg SRC;			 
always @(posedge SCin)
begin
	if ( (SDin == 1'b1) && (Counter [3:0] == 4'b0) )	 
		SRC <= 1'b1;									 
	else
		if (Counter[3:0] == 4'd7)						 
			SRC <= 1'b0;								 
		else
			SRC <= SRC;									 
end
always @(posedge SCin)
begin
	if (SRC == 1'b1)									 
		begin
			SR [7:1] <= SR[6:0];						 
			SR [0] <= SDin;								 
		end
	else
		SR [7:0] <= SR [7:0];							 
end
always @(posedge SCin)
begin
	if (SRC == 1'b0)									 
		Counter [3:0] <= 4'b0;							 
	else
		Counter [3:0] <= Counter [3:0] + 4'b1;			 
end
assign PDout [7:0] = SR [7:0];
assign PDready = (Counter [3:0] == 4'd8) ? 1'b1 : 1'b0;
endmodule
$ cat constraint.sdc
current_design Rx_LAB5_DRF

set clk_period 2.1
set clk_io_pct 0.2

create_clock -name clk0 -period $clk_period [get_ports {SCin}]

set non_clock_inputs [all_inputs -no_clocks]
set_input_delay [expr $clk_period * $clk_io_pct] -clock clk0 $non_clock_inputs
set_output_delay [expr $clk_period * $clk_io_pct] -clock clk0 [all_outputs]
$ cat run.sh
#!/bin/bash
# OpenROAD 26Q1-2900-gdf79404cd8, Yosys 0.63+post, stock flow scripts
make -C /OpenROAD-flow-scripts/flow DESIGN_CONFIG=/design/flow/config.mk WORK_HOME=/design/flow/orfs finish
==> job_summary.md <==
## Synthesis and layout report

| Metric | Value |
|---|---|
| Crit end category | primary output |
| Minimum clock period | ~2 ns |
| Sinks on Clock Net | 13 |
| WHS Path Cells | 1 |
| Critical path class | reg -> out |
| Final wirelength | roughly 990 um |
| Post-route DRC | 0 |
| CTS Hold Buffers Added | 0 |
| Root Buffer | clkbuf_4 |
| Total grt overflow | 0 |
| Cell Area, Synth | 546.8 um^2 |
| RSZ-0062 raised after global routing | yes |
| Max Cap Viol | 0 |
| Critical path peak fanout | 2 |
| Largest net degree at the start of global routing | 15 |
| Layout Cells excl Fill | 108 |
| Antenna diodes | 0 |
| Clock Tree Buf Depth | 2 |
| Slew Limit Fails | 0 |
| PnR worst setup slack | about 0.11 ns |
| Fraction of layout instances using a drive strength above 1 | 22.58% |
| Netlist cell types | 15 |
| Post-DRT Antenna Nets | 0 |
| R2r startpoint | Counter[0] |
| Crit Reg-Reg Endpoint | SRC |
| Worst skew pair latency | approximately 0.27 ns |
| H-tree depth | 1 |
| Die Wd | approximately 80 um |
| Worst hold path type | reg -> reg |
| Relative slew slack | roughly two thirds |
| Tool Warnings | 27 |
| Area Growth Syn to Fin | 47.14% |
| Initial core utilization | approximately 16% |
| Placed cells | around 100 |
| Status | finished, final reports clean |
| Final Hold Fails | 0 |
| Slew @ Worst Pin | between 0.5 and 0.6 ns |
| First-pass GRT wire length | 1662 um |
| Via Count | approximately 360 |
| Die area | ~0.0064 mm^2 |
| CP startpoint kind | flip-flop |
| Arr. time, crit path | about 1.6 ns |
| Port Buf Inserts | 11 |
| WL/cell | 9.167 um |
| Ys flops | 13 |
| Yosys warnings | 1 |
| Hold Path End | Counter[0] |
| Yosys Instances | 39 |
| DP Wirelength | 729.8 um |
| VDD IR-drop max | between 500 and 600 uV |
| CTS buffer count | 3 |
| Final setup vio count | 0 |
| CP Data Required Time | roughly 1.7 ns |
| Hold WS | ~0.48 ns |
| Rows | 21 |
| Placeable Area | between 0.003 and 0.004 mm^2 |
| Pwr Density | between 1500 and 2000 mW/mm^2 |
| DR pass1 iterations | 2 |
| Post-layout util | 23.55% |
| Post-Place Worst Slack | -0.4285 ns |
| Seq/Total Area, Yosys | between 60% and 70% |
| YS chip area | 546.8 um^2 |
| Reg clk slew, reported paths | roughly 0.08 ns |
| Vias in the first global route | a little under 400 |
| CTS tree | built |
| Vias per cell | 3.315 |
| Pwr Total | between 0.001 and 0.0015 W |
| Static leakage | between 0.3 and 0.4 nW |
| Period utilization | 94.83% |
| # IOs | 12 |
| Fmax | roughly 0.5 GHz |
| Die H | ~80 um |
| DR iter-0 viols | 4 |
| Clock skew | 0.008902 ns |
| Initial antenna violation count | 0 |
| Post-synthesis cell count | 39 |
| Worst Hold Launch | Counter[0] |
| R2R Setup Slk | between 1 and 1.5 ns |
| Worst-case reg-to-reg path depth | 4 |
| Avg Cell Area, Syn | about 14 um^2 |
| Placer Congestion | around 0.75 |
| GRT Overall Usage | around 3.3% |
stage by stage:
| stage | setup TNS (ns) | instance area (um^2) |
|---|---|---|
| final | 0 | 804.5 |
| after global placement | -0.4438 | 744.5 |
| after floorplan | 0 | 546.8 |
| after detailed placement | -0.4285 | 744.5 |
| after global routing | -0.0007375 | 804.5 |
| after CTS | 0 | 789.5 |
worst max-delay path, cell delays in order, from the launching register on:
cell and delay, ns:
edfxtp_1 0.40, xor2_1 0.17, xnor3_1 0.43, mux2i_1 0.17
buf_2 0.12
synth_stat cells:
master | instances | share of area (%)
a31oi_1 | 1 | 1.1
and2_1 | 3 | 3.4
dfxtp_1 | 5 | 18
edfxtp_1 | 8 | 44
ha_1 | 2 | 4.6
inv_1 | 5 | 3.4
mux2i_1 | 1 | 1.8
nand3_1 | 1 | 0.91
nand3b_1 | 1 | 1.4
nor2_1 | 1 | 0.69
nor2b_1 | 2 | 2.3
o21ai_0 | 2 | 1.8
xnor2_1 | 3 | 4.8
xnor3_1 | 2 | 8.2
xor2_1 | 2 | 3.2
registers in the layout, summed over array words and instances (netlist names):
register,flops
Counter,4
SRC,1
SR,8
routing by layer:
| metal | routed length (um) | up-vias | track usage (%) |
|---|---|---|---|
| li1 | - | 178 | - |
| met1 | 447 | 165 | 3.549 |
| met2 | 377 | 13 | 4.494 |
| met3 | 149 | 2 | 3.636 |
| met4 | 16 | 0 | 0.3521 |
| met5 | 0 | - | 0 |
repair_timing:
item / 4_1_cts / 5_1_grt
resized: 4 / 0
buffers inserted: 2 / 2
pin swaps: 3 / 3
endpoints found under the setup margin: 1 / 1
worst max-delay path by stage:
stage,to,slack [ns],startpoint,cells after the start
final,ParErr,0.11,SR[2],4
after global routing,ParErr,-0.0007,SR[2],4
after CTS,ParErr,0.07,SR[5],4
report_power, final:
group | total [W] | switching [W] | internal, W
sequential | 0.000553 | 0.000124 | 0.000428
clock | 0.000147 | 0.0000769 | 0.0000705
combinational | 0.000612 | 0.000161 | 0.000451
cell type report:
cell class / count / area [um^2]
inverter: 5 / 18.77
timing repair buffer: 19 / 165.2
tap: 46 / 57.56
sequential: 13 / 340.3
clock buffer: 3 / 22.52
fill: 366 / 2611
multi-input combinational: 21 / 195.2
clock inverter: 1 / 5.005
cell usage in the layout (no fill, tap or decap):
master	n
buf_4	8
xnor2_2	1
inv_1	5
nand3_1	1
ha_1	2
clkinv_2	1
edfxtp_1	8
xor2_1	2
mux2i_1	1
dfxtp_1	5
buf_2	1
nor2b_1	2
clkdlybuf4s50_1	10
o21ai_0	2
nor2_1	1
xnor2_1	2
a31oi_1	1
clkbuf_4	3
and2_1	3
xnor3_1	2
nand3b_1	1
cells by family (layout without fill, tap and decap cells):
family	Yosys count	in the layout	synth area share, %
DFF	13	13	62.24
and+or+nand+nor	8	8	8.695
xor gates and xnor gates	7	7	16.25
buffers and inverters	5	28	3.433
AOI/OAI and AO/OA	3	3	2.976
adders and majority gates	2	2	4.576
muxes	1	1	1.831
No activity file was given, so power comes from the tool's default toggle rates.
