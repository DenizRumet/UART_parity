File: flow/run.sh
#!/bin/bash
# OpenROAD 26Q1-2900-gdf79404cd8, Yosys 0.63+post, stock flow scripts
make -C /OpenROAD-flow-scripts/flow DESIGN_CONFIG=/design/flow/config.mk WORK_HOME=/design/flow/orfs finish
File: flow/config.mk
export PLATFORM = sky130hd
export DESIGN_NAME = Rx_LAB5_2_DRF
export DESIGN_NICKNAME = Rx_LAB5_2_DRF
export VERILOG_FILES = /design/flow/design.v
export SDC_FILE = /design/flow/constraint.sdc
export NUM_CORES = 4
export LEC_CHECK = 1
export CORE_AREA = 10 10 70 70
export DIE_AREA = 0 0 80 80
File: flow/constraint.sdc
current_design Rx_LAB5_2_DRF

set clk_period 1.1
set clk_io_pct 0.2

create_clock -name clk0 -period $clk_period [get_ports {SCin}]

set non_clock_inputs [all_inputs -no_clocks]
set_input_delay [expr $clk_period * $clk_io_pct] -clock clk0 $non_clock_inputs
set_output_delay [expr $clk_period * $clk_io_pct] -clock clk0 [all_outputs]
File: flow/design.v
module Rx_LAB5_2_DRF(SCin,SDin,PDout,PDready);
    input SCin;
    input SDin;          
    output [7:0] PDout;  
    output PDready;
    reg [7:0] SRreg;  
    reg [3:0] Counter;
    reg ctrl;
    always @(posedge SCin)
    begin
        if ( (SDin == 1'b1) && (Counter [3:0] == 4'b0) )      
            ctrl <= 1'b1;
        else
            if (Counter[3:0] == 4'd7)
            ctrl <= 1'b0;
            else
            ctrl <= ctrl;
    end
    always @(posedge SCin)                                   
    begin
        if (ctrl == 1'b1)
            begin
                SRreg [7:1] <= SRreg[6:0];
                SRreg [0] <= SDin;
            end
        else
            SRreg [7:0] <= SRreg [7:0];
    end
    always @(posedge SCin)
    begin
        if (ctrl == 1'b0)
            Counter [3:0] <= 4'b0;
        else
            Counter [3:0] <= Counter [3:0] + 4'b1;
    end
assign PDready = (Counter [3:0] == 4'd8) ? 1'b1 : 1'b0;   
assign PDout [7:0] = SRreg [7:0];  
endmodule
==> impl_metrics.toml <==
# synthesis and place-and-route metrics
[placed_design]
hpwl_um = 650
io_buffers = 10
dp.cells = 95
place_congestion = 0.719

[timing]
tns_ps = -130
finalHoldViolCount = 0
rsz0062_at_grt = "yes"
drv_slew = 0
setup_viol = 1
final.setup.worst_slack_ps = -130
worst_pin_slew_ps = 170
timing.fmax_ghz = 0.813
skew_ps = 6.39
fin_crit_ps = 1230
period_used_pct = 112
slew_headroom_pct = 88.6
holdWs_ps = 459

[setup_path]
end_kind = "output pin"
start_kind = "flop"
crit_fanout = 2
crit_type = "reg2out"
required_ps = 880
cp.arrival_ps = 1010

[clock_tree]
cts.sinks = 13
cts_buffers = 3
cts_tree = "built"
holdBufCountCts = 0
cts.clk_slew.worst_paths_ps = 80
insertion_delay_ps = 270
htree_levels = 1
clock_path_buffers = 2
cts_root_buf = "clkbuf_4"

[yosys]
syn_avg_cell_area_um2 = 14.6
ys_seq_share_pct = 72.7
ys_cells = 32
netlist_area_um2 = 468
yosys_warnings = 1
synth.distinct_cells = 15
ys_ff = 13
syn_inst = 32
ys_chip_area_um2 = 468

[run_status]
status = "finished, violations left"
violations = "setup timing"

[final_layout]
layout_top_cell = "buf_4"
area_growth_pct = 52.7
lay_top_cells = "buf_4 (11), edfxtp_1 (8), clkbuf_2 (7)"
utilization_pct = 20.9
drive_above_1_share_pct = 52.6
fill_cells = 383
final_cells = 103

[grt]
grt_first_pass_wirelength_um = 1450
grt_overflow = 0
antenna_found_initial = 0
grt_util_all_layers_pct = 2.78
first_global_vias = 322
grt_max_degree = 8

[drt]
insertedDiodeCount = 0
route.vias.total = 322
routed_wirelength_um = 886
ant_nets = 0
viasPerCell = 3.13
post_drt_wl_per_cell_um = 8.60
drc = 0
drt_pass1_iterations = 4
drt_iter0_markers = 5

[floorplanning]
coreArea_um2 = 3420
rows = 21
fp-utilization_pct = 13.7
die_height_um = 80
chipArea_um2 = 6400
num_io_pins = 11
die_x_um = 80

[pwr]
p_per_area_nw_per_um2 = 2750
p_leak_nw = 0.304
peakVddDrop_mv = 1.16

[run]
openroad.warnings = 28
drv_cap = 0

[min_path]
hold_path_class = "reg2reg"
## cell type report
cell class / count / area (um^2) / share of cell area (%)
Sequential cell: 13 / 343 / 48.0
Timing Repair Buffer: 21 / 143 / 20.0
Multi-Input combinational cell: 16 / 134 / 18.7
Tap cell: 46 / 57.6 / 8.06
Clock buffer: 4 / 26.3 / 3.68
Inverter: 3 / 11.3 / 1.58
## report_power, final
group	total (mW)	internal, mW	switching [mW]
sequential	0.933	0.817	0.116
clock	0.290	0.140	0.149
combinational	0.741	0.455	0.286
total	1.96	1.41	0.551
## registers in the layout, indices dropped and copies added, names as in the netlist
name     flops
ctrl         1
Counter      4
SRreg        8
## critical path: stages (launching register included)
cell,delay (ps)
dfxtp_2,330
inv_2,60
ha_4,130
nand2_2,40
nor2_2,70
buf_2,100
## worst paths after layout
check,from,end,slack (ps),cells after the start
setup reg to reg,Counter[0],ctrl,100,3
hold reg to reg,SRreg[3],SRreg[4],460,0
hold / removal,SRreg[3],SRreg[4],460,0
setup / recovery,Counter[0],PDready,-130,5
## cell families after synthesis
family	synth area share, %
AND-OR/OR-AND	3.21
XOR/XNOR	1.87
adder cells (fa/ha/maj)	5.35
buffers and inverters	2.41
flip-flops	72.7
multiplexers	2.14
AND/OR/NAND/NOR	12.3
## what timing repair did
item                       in CTS  in global routing
hold endpoints to repair        0                  0
pin swaps                       3                  2
setup endpoints to repair       9                  9
setup buffers                   2                  2
resized                        26                  8
## layer usage
layer  GRT usage, %  vias up  routed length [um]
li1               -      159                   -
met1           3.06      154                 372
met2           4.41        9                 416
met3           1.93        0                  97
met4          0.352        0                   0
met5              0        -                   0
## synth_stat cells
master    number  area, um^2
edfxtp_1       8         240
dfxtp_1        5         100
inv_1          3        11.3
nor2_1         3        11.3
ha_1           2        25.0
nand2_1        2        7.51
a221oi_2       1        15.0
and2_1         1        6.26
and2b_1        1        7.51
mux2i_1        1        10.0
nand2b_1       1        6.26
nand3_1        1        5.00
nand3b_1       1        7.51
nor2b_1        1        6.26
xnor2_1        1        8.76
## metrics by stage
| stage | power (mW) | setup WS, ps | instance area, um^2 |
|---|---|---|---|
| after floorplan | 1.13 | 136 | 468 |
| after global placement | 1.63 | -290 | 678 |
| after detailed placement | 1.65 | -299 | 678 |
| after CTS | 1.99 | -192 | 733 |
| after global routing | 2.11 | -203 | 714 |
| final | 1.96 | -130 | 714 |
Power and IR drop assume default switching activity.
